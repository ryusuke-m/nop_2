==> design/flow/design.v <==
module nop_2 (
    input                MCLK,     
    input                RESET,
    input       [23:0]   DATA_LEFT_IN,     
    input       [23:0]   DATA_RIGHT_IN,
    input                SAMPLING_POINT_LEFT_IN,
    input                SAMPLING_POINT_RIGHT_IN,
    input	[0:0]	BTN,
    output  reg [23:0]   DATA_LEFT_OUT,
    output  reg [23:0]   DATA_RIGHT_OUT,
    output  reg          SAMPLING_POINT_LEFT_OUT,
    output  reg          SAMPLING_POINT_RIGHT_OUT
);
wire                clk = MCLK;
reg   [7:0]         cnt256;          
reg   [23:0]        data_reg_L;      
reg   [23:0]        data_reg_R;      
always @( posedge clk ) begin
    if ( RESET )
        cnt256 <= 8'h0;
    else
        cnt256 <= cnt256 + 8'h1;
end
always @( posedge clk ) begin
    if(SAMPLING_POINT_LEFT_IN)
        data_reg_L <= DATA_LEFT_IN;
    if(SAMPLING_POINT_RIGHT_IN)
        data_reg_R <= DATA_RIGHT_IN;
end
always @( posedge clk ) begin
    if(cnt256 == 8'hff && BTN) begin
        DATA_LEFT_OUT <= data_reg_L;
        SAMPLING_POINT_LEFT_OUT <= 1'b1;
    end
    else
        SAMPLING_POINT_LEFT_OUT <= 1'b0;    
    if(cnt256 == 8'h7f) begin
        DATA_RIGHT_OUT <= data_reg_R;
        SAMPLING_POINT_RIGHT_OUT <= 1'b1;
    end
    else
        SAMPLING_POINT_RIGHT_OUT <= 1'b0; 
end
endmodule
==> design/flow/run.sh <==
#!/bin/bash
# OpenROAD 26Q1-2900-gdf79404cd8, Yosys 0.63+post, stock flow scripts
make -C /OpenROAD-flow-scripts/flow DESIGN_CONFIG=/design/flow/config.mk WORK_HOME=/design/flow/orfs finish
==> design/flow/config.mk <==
export PLATFORM = sky130hd
export DESIGN_NAME = nop_2
export DESIGN_NICKNAME = nop_2
export VERILOG_FILES = /design/flow/design.v
export SDC_FILE = /design/flow/constraint.sdc
export NUM_CORES = 4
export LEC_CHECK = 1
export CORE_UTILIZATION = 50
==> design/flow/constraint.sdc <==
current_design nop_2

set clk_period 3.2
set clk_io_pct 0.2

create_clock -name clk0 -period $clk_period [get_ports {MCLK}]

set non_clock_inputs [all_inputs -no_clocks]
set_input_delay [expr $clk_period * $clk_io_pct] -clock clk0 $non_clock_inputs
set_output_delay [expr $clk_period * $clk_io_pct] -clock clk0 [all_outputs]
==> impl_metrics.py <==
# Synthesis and PnR figures
metrics = {
    "floorplanning": {
        "dieArea_mm2": 0.00683,
        "ios": 103,
        "die_h_um": 82.6,
        "rows": 29,
        "coreArea_mm2": 0.00631,
        "initial_core_util_pct": 51.5,
        "die_w_um": 82.6,
    },
    "critical_path": {
        "reg2reg_to": "DATA_LEFT_OUT[3]",
        "crit_arrival_ns": 1.15,
        "critPathMaxFanout": 1,
        "end_kind": "output pin",
        "setup.worst_path.end": "DATA_RIGHT_OUT[13]",
        "crit_buf_inv": 1,
        "critPathTopFamily": "buffers and inverters",
        "required_ns": 2.56,
        "critPathLaunch": "DATA_RIGHT_OUT[13]",
        "crit_type": "register to output pin",
        "reg2reg_slack_ns": 1.55,
        "path_depth": 1,
        "slowest_stage": "clkdlybuf4s50_1",
        "worst_r2r_startpoint": "cnt256[0]",
        "worstSetupStartpointType": "register",
        "reg2reg_depth": 4,
        "max_stage_delay_ns": 0.47,
        "path_cells": "clkdlybuf4s50_1",
    },
    "drt": {
        "drt_iter0_drc": 29,
        "antenna_left": 0,
        "n_antenna_cell": 0,
        "drc": 0,
        "via_count": 1565,
        "dr.pass1.iters": 4,
        "routed_wl_mm": 4.66,
        "viasPerCell": 4.70,
        "wire_per_inst_um": 14.0,
    },
    "yosys": {
        "yosys.area.top_type_share_pct": 88.6,
        "yosys_cells": 135,
        "edf_count": 96,
        "synth_seq_share_pct": 94.8,
        "yosysWarnings": 1,
        "synth_async_sr_flop_share_pct": 0,
        "yosysTopAreaCell": "edfxtp_1",
        "ff_type": "edfxtp_1",
        "syn_area_per_cell_um2": 24.1,
        "ys_types": 19,
        "syn_area_mm2": 0.00325,
        "ys.flops": 106,
        "yosys_area_mm2": 0.00325,
        "area_leaders": "edfxtp_1, dfxtp_1, or3_1",
        "synthCells": 135,
    },
    "timing": {
        "maxSlewViolCount": 0,
        "max_freq_mhz": 558,
        "fin_skew_ns": 0.00545,
        "hold_slack_ns": 0.419,
        "tightest_slew_ns": 0.315,
        "hold_violations": 0,
        "tns_ns": 0,
        "rsz0062_at_grt": "false",
        "finalSetupViolCount": 0,
        "min_period_ns": 1.79,
        "period_used_pct": 56.0,
        "slew_headroom_pct": 79.0,
    },
    "global_route": {
        "grt_pass1_vias": 1446,
        "grt_pass1_wl_mm": 6.74,
        "antenna_found_initial": 0,
        "track_usage_pct": 15.1,
        "grt_max_degree": 26,
        "overflow": 0,
    },
    "clock_tree": {
        "cts_resized": 0,
        "cts_buffers": 9,
        "holdBufCountCts": 0,
        "clk_pin_slew_worst_paths_ns": 0.09,
        "clkLatencyLatePin_ns": 0.34,
        "post_cts_buffers": 0,
        "clk_path_buf_depth": 2,
        "cts_tree": "done",
        "clkSinkCount": 106,
        "cts-root-buf": "clkbuf_8",
        "cts_htree_levels": 3,
    },
    "power": {
        "irDropWorstVdd_mv": 0.354,
        "power.internal_mw": 2.07,
        "p_leak_nw": 1.54,
        "cellPowerDensity_mw_per_mm2": 543,
        "sw_frac_of_total_pct": 17.5,
        "power.share.clock_pct": 33.7,
        "combPwrFrac_pct": 3.3,
        "power_frac_seq_pct": 63.0,
        "power_switching_mw": 0.441,
    },
    "placement": {
        "placed_cell_area_mm2": 0.00441,
        "dpl.hpwl_mm": 3.20,
        "place.gp.congestion": 0.718,
        "portBuffers": 102,
    },
    "final_layout": {
        "drive_above_1_share_pct": 8.98,
        "final_core_util_pct": 73.2,
        "final_area_mm2": 0.00462,
        "area_growth_pct": 42.2,
    },
    "worst_hold_path": {
        "hp-class": "register to register",
    },
    "job": {
        "warnings": 26,
        "drv_cap": 0,
    },
    "run_status": {
        "status": "finished clean",
    },
}
-- layout make-up --
class                      instances  area, um2
sequential                       106       3080
fill                             381       1690
timing repair buffer             106       1050
multi-input combinational         27        171
clock buffer                      10        128
tap                               77       96.3
clock inverter                     6       90.1
inverter                           1       3.75
-- placed cells by master (no fill, tap or decap), drive strengths merged --
cell / n
clkinv: 2
ha: 1
edfxtp: 96
inv: 2
dfxtp: 10
a21oi: 3
nand3: 3
nor2: 4
bufinv: 2
o21ai: 3
nor2b: 1
xor2: 1
or3: 3
nand4: 1
xnor2: 2
clkdlybuf4s50: 102
nor3: 3
buf: 4
nand2: 2
clkinvlp: 1
clkbuf: 10
-- per-layer routing --
layer / up-vias / part of all wire (%) / GRT usage, %
met5: - / 0 / 0
met4: 0 / 2.2 / 2.93
met3: 10 / 7.8 / 4.91
met2: 71 / 48 / 21.1
met1: 723 / 42 / 28.0
li1: 761 / - / -
-- synth_stat cells (2+ instances only) --
library cell,instances
dfxtp_1,10
nor3_1,3
xnor2_1,2
o21ai_0,2
or3_1,3
nand2_1,2
nor2_1,4
nand3_1,2
a21oi_1,2
edfxtp_1,96
-- power groups by stage --
stage	clock network [mW]	registers, mW	logic, mW
6_report	0.847	1.58	0.0830
5_1_grt	0.930	1.59	0.0898
4_1_cts	0.870	1.58	0.0844
-- cells by family (layout without fill, tap and decap cells) --
family | count (synthesis) | in the layout | synth area share (%)
AND-OR/OR-AND | 6 | 6 | 1.04
XOR/XNOR | 3 | 3 | 0.808
buffers and inverters | 2 | 123 | 0.231
flip-flops | 106 | 106 | 94.8
AND/OR/NAND/NOR | 17 | 17 | 2.73
adder cells (fa/ha/maj) | 1 | 1 | 0.385
-- worst register-to-register path, cell delays in order, from the launching register on --
cell and delay (ns):
dfxtp_1 0.39, ha_1 0.23, nand3_2 0.17, nor3_2 0.20, buf_4 0.33
-- how the worst min path moves through the flow --
| stage | start | end | slack [ns] | cells after the start |
|---|---|---|---|---|
| 4_1_cts | data_reg_L[8] | DATA_LEFT_OUT[8] | 0.42 | 0 |
| 5_1_grt | data_reg_L[5] | DATA_LEFT_OUT[5] | 0.43 | 0 |
| 6_report | data_reg_L[13] | DATA_LEFT_OUT[13] | 0.42 | 0 |
-- sequential cells by signal, summed over array words and instances, names as in the netlist --
signal                    count
SAMPLING_POINT_LEFT_OUT       1
DATA_LEFT_OUT                24
SAMPLING_POINT_RIGHT_OUT      1
data_reg_L                   24
DATA_RIGHT_OUT               24
data_reg_R                   24
cnt256                        8
-- metrics by stage --
| stage | std cells | total power, mW | setup WS [ns] |
|---|---|---|---|
| finish | 333 | 2.51 | 1.41 |
| detailed placement | 317 | 1.70 | 1.25 |
| global route | 333 | 2.61 | 1.33 |
| CTS | 333 | 2.54 | 1.38 |
| global placement | 317 | 1.69 | 1.29 |
| floorplan | 135 | 1.62 | 0.314 |
No activity file was given, so power comes from the tool's default toggle rates.
